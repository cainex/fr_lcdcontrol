==> design.v <==
module dec_counter
  ( 
  expired, counter,
  clk, rst, load, load_value
  );
  input        clk;
  input        rst;
  input        load;
  input [23:0] load_value;
  output        expired;
  output [24:0] counter;
  reg			expired;
  reg [24:0]   counter;
  reg          counter_d;
  always @(posedge clk) begin
    if (rst == 1'b0) begin
      counter <= 25'h1ffffff;
      counter_d <= 1'b1;
    end
    else begin
      if (load == 1'b1) begin
	counter <= {1'b0, load_value};
	counter_d <= 1'b0;
      end
      else begin
	counter_d <= counter[24];
	if (counter[24] == 1'b0) begin
	  counter <= counter - 1;
	end
	else begin
	  counter <= counter;
	end
      end
    end
  end
  always @(posedge clk) begin
    if (~rst) begin
      expired <= 1'b0;
    end
    else begin
      expired = counter[24] == 1'b1 & counter[24] != counter_d;
    end
  end
endmodule
module lcd_control
  ( 
  sf_d, sf_ceo, lcd_e, lcd_rs, lcd_rw, led,
  clk, reset, init_done
  );
  parameter [3:0] 
    init = 4'h0,
    function_set = 4'h1,
    entry_set = 4'h2,
    set_display = 4'h3,
    clear_display = 4'h4,
    pause = 4'h5,
    set_addr = 4'h6,
    char_f = 4'h7,
    char_p = 4'h8,
    char_g = 4'h9,
    char_a = 4'ha,
    main_done = 4'hb;
  parameter [2:0]
    high_setup = 3'h0,
    high_hold = 3'h1,
    oneus = 3'h2,
    low_setup = 3'h3,
    low_hold = 3'h4,
    fortyus = 3'h5,
    tx_done = 3'h6;
  parameter [3:0]
    idle = 4'h0,
    fifteenms = 4'h1,
    one = 4'h2,
    two = 4'h3,
    three = 4'h4,
    four = 4'h5,
    five = 4'h6,
    six = 4'h7,
    seven = 4'h8,
    eight = 4'h9,
    power_on_done = 4'ha;
  input        clk;
  input        reset;
  input        init_done;
  output [3:0] sf_d;
  output       sf_ceo;
  output       lcd_e;
  output       lcd_rs;
  output       lcd_rw;
  output [7:0] led;
  reg			lcd_e;
  reg			lcd_rs;
  reg [7:0]		led;
  reg [3:0]		sf_d;
  reg [3:0]    main_state;
  reg [3:0]    nxt_main_state;
  reg [3:0]    init_state;
  reg [3:0]    nxt_init_state;
  reg [2:0]    tx_state;
  reg [2:0]    nxt_tx_state;
  reg [3:0]    power_on_state;
  reg [3:0]    nxt_power_on_state;
  reg [19:0]   timer1;
  reg          start_timer;
  reg [23:0]   start_timer_value;
  wire         timer_expired;
  reg          tx_init;
  reg          init_init;
  wire [24:0]   tx_count;
  reg 		lcd_e0;
  reg [3:0] 	sf_d0;
  assign lcd_rw = 1'b0;
  assign sf_ceo = 1'b0;
  dec_counter counter0(.clk(clk),
		       .rst(reset),
		       .load(start_timer),
		       .load_value(start_timer_value),
		       .expired(timer_expired),
		       .counter(tx_count));
  always @( init_done or main_state or timer_expired) begin
    nxt_main_state = main_state;
    case (main_state)
      init : begin
	if (init_done == 1'b1) begin
	  nxt_main_state = function_set;
	end
      end
      function_set : begin
	if (timer_expired) begin
	  nxt_main_state = entry_set;
	end
      end
      entry_set : begin
	if (timer_expired) begin
	  nxt_main_state = set_display;
	end
      end
      set_display : begin
	if (timer_expired) begin
	  nxt_main_state = clear_display;
	end
      end
      clear_display : begin
	if (timer_expired) begin
	  nxt_main_state = pause;
	end
      end
      pause : begin
	if (timer_expired) begin
	  nxt_main_state = set_addr;
	end
      end
      set_addr : begin
	if (timer_expired) begin
	  nxt_main_state = char_f;
	end
      end
      char_f : begin
	if (timer_expired) begin
	  nxt_main_state = char_p;
	end
      end
      char_p : begin
	if (timer_expired) begin
	  nxt_main_state = char_g;
	end
      end
      char_g : begin
	if (timer_expired) begin
	  nxt_main_state = char_a;
	end
      end
      char_a : begin
	if (timer_expired) begin
	  nxt_main_state = main_done;
	end
      end
      main_done : begin
	nxt_main_state = main_done;
      end
      default : nxt_main_state <= 4'hx;
    endcase
  end
  always @(posedge clk) begin
    if (~reset) begin
      lcd_rs <= 1'b1;
    end
    else begin
      if (main_state == function_set ||
	  main_state == entry_set ||
	  main_state == set_display ||
	  main_state == clear_display ||
	  main_state == set_addr) begin
	lcd_rs <= 1'b0;
      end
      else begin
	lcd_rs <= 1'b1;
      end
    end
  end
  always @(posedge clk) begin
    if (~reset) begin
      led <= 8'h00;
    end
    else begin
      case (main_state)
	function_set  : led <= 8'b00101000;
	entry_set     : led <= 8'b00000110;
	set_display   : led <= 8'b00001100;
	clear_display : led <= 8'b00000001;
	set_addr      : led <= 8'b10000000;
	char_f        : led <= 8'b01000110;
	char_p        : led <= 8'b01010000;
	char_g        : led <= 8'b01000111;
	char_a        : led <= 8'b01000001;
	default       : led <= 8'h00;
      endcase
    end
  end
  always @(posedge clk) begin
    if (~reset) begin
      main_state <= init;
      start_timer  <= 1'b0;
      start_timer_value <= 24'h000;
      tx_init <= 1'b0;
      init_init <= 1'b0;
    end
    else begin
      if (main_state == init) begin
	init_init <= 1'b1;
      end
      else begin
	init_init <= 1'b0;
      end
      if (nxt_main_state == init ||
	  nxt_main_state == pause ||
	  nxt_main_state == main_done) begin
	tx_init <= 1'b0;
      end
      else begin
	tx_init <= 1'b1;
      end
      if (main_state != nxt_main_state) begin
	if (main_state == init ||
	    main_state == function_set ||
	    main_state == entry_set ||
	    main_state == set_display ||
	    main_state == pause ||
	    main_state == set_addr ||
	    main_state == char_f ||
	    main_state == char_p ||
	    main_state == char_g) begin
	  start_timer_value <= 2078;
	  start_timer <= 1'b1;
	end
	else if (main_state == clear_display) begin
	  start_timer_value <= 82000;
	  start_timer <= 1'b1;
	end
      end
      else begin
	start_timer <= 1'b0;
      end
      main_state <= nxt_main_state;
    end
  end
  always @( led or timer_expired or tx_count or tx_init
	   or tx_state) begin
    nxt_tx_state = tx_state;
    lcd_e0 = 1'b0;
    sf_d0 = led[3:0];
    case(tx_state)
      high_setup : begin
	lcd_e0 = 1'b0;
	sf_d0 = led[7:4];
	if (tx_count == 2076) begin
	  nxt_tx_state = high_hold;
	end
      end
      high_hold : begin
	lcd_e0 = 1'b1;
	sf_d0 = led[7:4];
	if (tx_count == 2064) begin
	  nxt_tx_state = oneus;
	end
      end
      oneus : begin
	lcd_e0 = 1'b0;
	sf_d0 = led[7:4];
	if (tx_count == 2014) begin
	  nxt_tx_state = low_setup;
	end
      end
      low_setup : begin
	lcd_e0 = 1'b0;
	sf_d0 = led[3:0];
	if (tx_count == 2012) begin
	  nxt_tx_state = low_hold;
	end
      end
      low_hold : begin
	lcd_e0 = 1'b1;
	sf_d0 = led[3:0];
	if (tx_count == 2000) begin
	  nxt_tx_state = fortyus;
	end
      end
      fortyus : begin
	lcd_e0 = 1'b0;
	sf_d0 = led[3:0];
	if (timer_expired) begin
	  nxt_tx_state = tx_done;
	end
      end
      tx_done : begin
	lcd_e0 = 1'b0;
	if (tx_init == 1'b1) begin
	  nxt_tx_state = high_setup;
	end
      end
      default : begin
      end
    endcase
  end
  always @(posedge clk) begin
    if (~reset) begin
      tx_state <= tx_done;
    end
    else begin
      tx_state <= nxt_tx_state;
    end
  end
  always @( init_init or init_state) begin
    nxt_init_state = init_state;
    case (init_state)
      idle : begin
	if (init_init == 1'b1) begin
	  nxt_init_state = fifteenms;
	end
      end
      fifteenms : begin
      end
      one : begin
      end
      two : begin
      end
      three : begin
      end
      four : begin
      end
      five : begin
      end
      six : begin
      end
      seven : begin
      end
      eight : begin
      end
      power_on_done : begin
      end
      default : begin
      end
    endcase
  end
endmodule
==> run.sh <==
#!/bin/bash
# OpenROAD 26Q1-2900-gdf79404cd8, Yosys 0.63+post, stock flow scripts
make -C /OpenROAD-flow-scripts/flow DESIGN_CONFIG=/design/flow/config.mk WORK_HOME=/design/flow/orfs finish
==> config.mk <==
export PLATFORM = sky130hd
export DESIGN_NAME = lcd_control
export DESIGN_NICKNAME = lcd_control
export VERILOG_FILES = /design/flow/design.v
export SDC_FILE = /design/flow/constraint.sdc
export NUM_CORES = 4
export LEC_CHECK = 1
export CORE_UTILIZATION = 30
==> constraint.sdc <==
current_design lcd_control

set clk_period 5.7
set clk_io_pct 0.2

create_clock -name clk0 -period $clk_period [get_ports {clk}]

set non_clock_inputs [all_inputs -no_clocks]
set_input_delay [expr $clk_period * $clk_io_pct] -clock clk0 $non_clock_inputs
set_output_delay [expr $clk_period * $clk_io_pct] -clock clk0 [all_outputs]
==> run summary <==
Crit path capture type = flop
Synth area leader = dfxtp_1
Max Fclk = 373.8 MHz
Vias in the first global route = 1812
Die ar. = 0.008416 mm2
Post-Place Cells = 385
Final Cycle Share = 46.94%
Top_reg_cell synth = dfxtp_1
Final slew viol count = 0
Num rows = 32
Synth Instances = 285
Mapped Area = 0.002416 mm2
CP Class = reg2reg
Number of enable flip-flop cells = 0
Max VDD drop = 0.0001273 V
Worst Path Max Fanout = 9
Inserted Clock Buffers = 5
Die height = 91.74 um
Setup crit start kind = flop
# Cells Yosys = 285
Finish-stage setup viols = 0
# IOs = 19
Status = finished clean
WL per Instance = 12.27 um
Die X = 91.74 um
CP Data Required Time = 5.86 ns
Mapped Avg Cell Area = 8.477 um2
Hold slack = 0.3895 ns
Final TNS setup = 0 ns
Fin Clk Skew = 0.01208 ns
Worst Hold Class = reg2reg
Sequential Power Share = 48.8%
Detailed placement HPWL = 3325 um
DR vias = 1976
Drt drc = 0
TritonCTS clock tree = yes
RSZ-0062 raised after global routing = no
Psw = 276.7 uW
Worst Max-Slew Pin Slew = 0.5932 ns
Post-route cell area = 0.002704 mm2
Synth Seq Share = 36.46%
Hold Vio Cnt, Final = 0
Pwr dens = 320.1 mW/mm2
Vias per inst = 5.028
DRT antenna net count = 0
Int Power = 588.8 uW
Post-synth ARST share = 0%
Clock power frac = 27.8%
Rel. slew slack = 60.40%
Tool warnings = 32
Yosys top cell area share = 36.46%
R2R setup slack = 3.02 ns
Gr usage total = 12.53%
Area growth, synth to finish = 11.91%
Crit path DAT = 2.84 ns
Top cells, area = dfxtp_1 (36%), o21ai_0 (6.0%), xnor2_1 (4.7%)
Clock slew at reported path FFs = 0.08 ns
Core Footprint = 0.007767 mm2
Clock Sinks = 44
Post-CTS Hold Buffers = 0
First-pass GRT wire length = 8618 um
Sw Share = 31.97%
Tot Pwr = 865.6 uW
Tally of yosys warning messages = 7
Comb pwr share = 23.4%
Latency at later pin = 0.30 ns
Flops out of synthesis = 44
Share of layout cells above drive strength 1 = 8.247%
YS chip area = 0.002416 mm2
Antenna violations before repair = 0
Placed inst area = 0.002587 mm2
Largest net degree at the start of global routing = 31
Port buffer count = 11
N_diodes = 0
Max-Cap Viols = 0
Routability cong. = 0.9006
Final min period = 2.675 ns
Non-Filler Instances = 393
Cell variety after synth = 56
Iteration-0 DRC Markers = 139
Post-CTS Resized = 0
Final wirelength = 4821 um
# H-tree levels = 2
Fp util = 31.11%
GRT overflow = 0
Setup bufs post-CTS = 0
Drt pass-1 iters = 4
Clk buf depth = 2
Clk root buf = clkbuf_8
Pleak = 0.0009728 uW
-- cell usage after synthesis, types with 2 or more instances --
cell type / instances
clkbuf_1: 12
o22ai_1: 3
nor3b_1: 2
mux2i_1: 5
buf_2: 2
a21oi_1: 15
nor3_2: 2
nand3_1: 4
nand2b_1: 5
or4_4: 2
nand2_1: 20
nor4_4: 2
o21bai_1: 3
nor2b_1: 4
a21o_1: 3
ha_1: 9
xnor2_1: 13
a211oi_1: 2
nor3_1: 8
and3_1: 2
nor4_1: 7
or3_1: 5
o21ai_0: 29
o31ai_1: 4
inv_1: 9
or2_2: 2
nor2_1: 25
xor2_1: 8
dfxtp_1: 44
buf_4: 7
nand3b_1: 2
-- power groups by stage --
| stage | clock network (uW) | logic, uW | registers [uW] |
|---|---|---|---|
| after CTS | 250 | 202 | 422 |
| after global routing | 264 | 234 | 432 |
| final | 241 | 203 | 422 |
-- registers in the layout, summed over array words and instances, names as in the netlist --
register,flops
lcd_rs,1
main_state,4
counter0.counter,25
led,8
start_timer_value,3
start_timer,1
counter0.counter_d,1
counter0.expired,1
-- metrics by stage --
step	utilization (%)	worst slack (ns)
2_1_floorplan	-	3.400
4_1_cts	34.81	3.060
3_5_place_dp	33.31	2.972
5_1_grt	34.81	2.637
6_report	34.81	3.025
3_3_place_gp	33.31	3.012
-- final cells by class --
class | instances | area (um2)
Inverter | 9 | 33.78
Fill cell | 796 | 5064
Tap cell | 102 | 127.6
Clock buffer | 5 | 68.82
Timing Repair Buffer | 14 | 132.6
Clock inverter | 3 | 47.55
Multi-Input combinational cell | 216 | 1413
Sequential cell | 44 | 880.8
-- placed cells by master, fill, tap and decap left out, types with 7 or more instances in the layout --
master	synthesis	final
xor2_1	8	8
nor2_1	25	25
conb_1	1	7
nor4_1	7	7
clkdlybuf4s50_1	0	11
a21oi_1	15	15
nand2_1	20	20
o21ai_0	29	29
nor3_1	8	8
ha_1	9	9
dfxtp_1	44	44
xnor2_1	13	13
inv_1	9	9
-- metal layers --
layer | vias to the layer above | GRT usage [%] | wire (um)
li1 | 1000 | - | -
met1 | 931 | 20.00 | 2522
met2 | 41 | 18.23 | 2049
met3 | 4 | 2.363 | 196
met4 | 0 | 1.823 | 53
met5 | - | 0 | 0
-- path summary, 6_finish.rpt --
kind / from / endpoint / cells after the start
worst max-delay path: main_state[1] / start_timer_value[14] / 8
worst min-delay path: counter0.counter_d / counter0.expired / 1
worst max register to register: main_state[1] / start_timer_value[14] / 8
worst min register to register: counter0.counter_d / counter0.expired / 1
-- kinds of logic after synthesis --
group | Yosys count | share of synthesized area [%]
other cells | 1 | 0.1552
simple gates | 101 | 24.18
buf+inv | 31 | 6.007
compound gates | 73 | 18.85
xor+xnor | 21 | 7.613
fa+ha+maj | 9 | 4.661
mux | 5 | 2.072
flops | 44 | 36.46
-- worst max-delay path, stage by stage (launching register included) --
cell and delay [ns]:
dfxtp_1 0.49, inv_1 0.22, ha_1 0.28, nor4_1 0.45, a21oi_1 0.13, o311ai_0 0.49
a41oi_1 0.18, o21ai_0 0.18, o22ai_1 0.13
Power and IR drop assume default switching activity.
